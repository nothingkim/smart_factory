==> ./design.v <==
`timescale 1ns / 1ps
module textlcd(
    input       RESET,
    input       CLK,
    output wire LCD_RS,
    output wire LCD_RW,
    output reg  LCD_EN,
    output wire [7:0] LCD_DATA
);
reg [31:0] cnt;
reg [1:0]  status;
reg [10:0] delay_lcdclk;
reg [5:0]  count_lcd;
reg [127:0] line_1;
reg [127:0] line_2;
reg [8:0]    set_data;
always @(posedge CLK or posedge RESET) begin
    if(RESET)
        cnt <= 25'd0;
    else begin
        if (cnt < 25'd23999999)       
            cnt <= cnt + 25'd1;
        else
            cnt <= 25'd0;
    end
end
always @(posedge CLK or posedge RESET) begin
    if(RESET)
        status <= 3'd0;
    else begin
        if (cnt == 25'd23999999)
            status <= status + 3'd1;
    end
end
always @(posedge RESET or posedge CLK) begin
    if(RESET) begin
        delay_lcdclk <= 11'd0;
        count_lcd <= 6'd0; 
        LCD_EN <= 1'b0;
    end else begin
        if (delay_lcdclk < 11'd1800)
            delay_lcdclk <= delay_lcdclk + 11'd1;
        else
            delay_lcdclk <= 11'd0;
        if (delay_lcdclk == 11'd0) begin
            if (count_lcd < 6'd39)
                count_lcd <= count_lcd + 6'd1;
            else
                count_lcd <= 6'd6;
        end
        if (delay_lcdclk == 11'd200)
            LCD_EN <= 1'b1;
        else if (delay_lcdclk == 11'd1800)
            LCD_EN <= 1'b0;
    end
end
initial begin
    line_1 <= {"I'm student     "};
    line_2 <= {"status is init  "};
end
always @(status) begin
    case(status)
        3'd0 : begin line_1 <= {"smart factory project"}; line_2 <= {"status is no. 0"}; end
        3'd1 : begin line_1 <= {"              "}; line_2 <= {"status is no. 1"}; end 
        3'd2 : begin line_1 <= {"              "}; line_2 <= {"status is no. 2"}; end 
        default: begin line_1 <= {"               "}; line_2 <= {"status is no. 3"}; end
    endcase
end
always @(posedge RESET or posedge CLK) begin
    if (RESET)
        set_data <= 9'd0;
    else begin
        case (count_lcd)
            0      : set_data <= {1'b0, 8'h38};
            1      : set_data <= {1'b0, 8'h38};
            2      : set_data <= {1'b0, 8'h0e};
            3      : set_data <= {1'b0, 8'h06};
            4      : set_data <= {1'b0, 8'h02};
            5      : set_data <= {1'b0, 8'h01};
            6      : set_data <= {1'b0, 8'h80};
            7      : set_data <= {1'b1, line_1[127:120]};
            8      : set_data <= {1'b1, line_1[119:112]};
            9      : set_data <= {1'b1, line_1[111:104]};
            10     : set_data <= {1'b1, line_1[103:96]};
            11     : set_data <= {1'b1, line_1[95:88]};
            12     : set_data <= {1'b1, line_1[87:80]};
            13     : set_data <= {1'b1, line_1[79:72]};
            14     : set_data <= {1'b1, line_1[71:64]};
            15     : set_data <= {1'b1, line_1[63:56]};
            16     : set_data <= {1'b1, line_1[55:48]};
            17     : set_data <= {1'b1, line_1[47:40]};
            18     : set_data <= {1'b1, line_1[39:32]};
            19     : set_data <= {1'b1, line_1[31:24]};
            20     : set_data <= {1'b1, line_1[23:16]};
            21     : set_data <= {1'b1, line_1[15:8]};
            22     : set_data <= {1'b1, line_1[7:0]};
            23     : set_data <= {1'b0, 8'hc0};
            24     : set_data <= {1'b1, line_2[127:120]};
            25     : set_data <= {1'b1, line_2[119:112]};
            26     : set_data <= {1'b1, line_2[111:104]};
            27     : set_data <= {1'b1, line_2[103:96]};
            28     : set_data <= {1'b1, line_2[95:88]};
            29     : set_data <= {1'b1, line_2[87:80]};
            30     : set_data <= {1'b1, line_2[79:72]};
            31     : set_data <= {1'b1, line_2[71:64]};
            32     : set_data <= {1'b1, line_2[63:56]};
            33     : set_data <= {1'b1, line_2[55:48]};
            34     : set_data <= {1'b1, line_2[47:40]};
            35     : set_data <= {1'b1, line_2[39:32]};
            36     : set_data <= {1'b1, line_2[31:24]};
            37     : set_data <= {1'b1, line_2[23:16]};
            38     : set_data <= {1'b1, line_2[15:8]};
            39     : set_data <= {1'b1, line_2[7:0]};
            40     : set_data <= {1'b0, 8'h02};
            41     : set_data <= {1'b0, 8'h02};
            default: ;
        endcase
    end
end
assign LCD_RS = set_data[8];
assign LCD_RW = 1'b0;
assign LCD_DATA = set_data[7:0];
endmodule
==> ./run.sh <==
#!/bin/bash
# OpenROAD 26Q1-2900-gdf79404cd8, Yosys 0.63+post, stock flow scripts
make -C /OpenROAD-flow-scripts/flow DESIGN_CONFIG=/design/flow/config.mk WORK_HOME=/design/flow/orfs finish
==> ./config.mk <==
export PLATFORM = sky130hd
export DESIGN_NAME = textlcd
export DESIGN_NICKNAME = textlcd
export VERILOG_FILES = /design/flow/design.v
export SDC_FILE = /design/flow/constraint.sdc
export NUM_CORES = 4
export LEC_CHECK = 1
export CORE_UTILIZATION = 30
==> ./constraint.sdc <==
current_design textlcd

set clk_period 3.3
set clk_io_pct 0.2

create_clock -name clk0 -period $clk_period [get_ports {CLK}]

set non_clock_inputs [all_inputs -no_clocks]
set_input_delay [expr $clk_period * $clk_io_pct] -clock clk0 $non_clock_inputs
set_output_delay [expr $clk_period * $clk_io_pct] -clock clk0 [all_outputs]
==> flow_summary.yaml <==
# yosys + openroad results
drt:
  postRouteWirelength_um: 7890
  drt-vias-per-instance: 5.20
  drt.antenna.violating_nets: 0
  insertedDiodeCount: 0
  via_count_of_the_routed_design: 3008
  first_iter_violations: 252
  drt-pass1-iter-count: 5
  wire_per_inst_um: 13.7
  post-route-drc-count: 0
flow_run:
  warnings: 33
  max_cap_violations: 0
cts:
  tritoncts: "yes"
  cts.hold.buffers_added: 0
  post_cts_sizing: 0
  worst_skew_pair.late_latency_ns: 0.32
  clk_pin_slew_ns: 0.05
  cts-root-to-sink-buffers: 2
  ctsRootBufferMaster: "sky130_fd_sc_hd__clkbuf_16"
  tritoncts_buffers: 9
  ctsHtreeMaxLevel: 3
  cts.sink_count: 61
  cts_setup_buffers: 0
floorplan:
  num_io_pins: 13
  std_cell_rows: 40
  chipWidth_um: 113
  die_y_um: 113
  die_area_mm2: 0.0127
  floorplan.core_util: 0.307
  design.core.area_mm2: 0.0120
timing:
  setup_viol: 0
  hold_viol_final: 0
  max_clock_freq_mhz: 337
  slew_headroom: 0.464
  final-max-slew-violation-count: 0
  hold_slack_ns: 0.487
  worstMarginPinSlew_ns: 0.803
  final.setup.worst_slack_ns: 0.337
  period_minus_slack_ns: 2.96
  rsz0062_at_grt: "false"
  tns_ns: 0
  layout_worst_path_cycle_share: 0.898
  fin_skew_ns: 0.00552
yosys:
  postSynthSeqShare: 0.415
  edf_count: 0
  synthTopCellsByArea: "sky130_fd_sc_hd__dfrtp_1 41%, sky130_fd_sc_hd__nor2_1 4.8%, sky130_fd_sc_hd__xor2_1 4.5%"
  top_cells_by_instance_count_after_synthesis: "61 x sky130_fd_sc_hd__dfrtp_1, 47 x sky130_fd_sc_hd__nor2_1, 31 x sky130_fd_sc_hd__nand2_1"
  top_area_frac: 0.415
  yosysUniqueCellTypes: 62
  postSynthAreaPerCell_um2: 9.00
  synth.cell_area_mm2: 0.00368
  synth_dominant_cell_count: "sky130_fd_sc_hd__dfrtp_1"
  share_of_async_settable_or_async_resettable_flops_after_synthesis: 1.00
  synth-cells-yosys: 409
  postSynthCellCount: 409
  synth_top_flop_cell: "sky130_fd_sc_hd__dfrtp_1"
  yosys_area_mm2: 0.00368
  number_of_warnings_issued_by_yosys: 1
  synth-seq-cells: 61
  synth_top_cell_by_area: "sky130_fd_sc_hd__dfrtp_1"
layout:
  drive_above_1_share: 0.0812
  layout.filler_cells: 1188
  area_growth_syn_to_layout_pct: 15.4
  fin_area_mm2: 0.00425
power_and_ir_drop:
  total_power_mw: 1.61
  p_leak_nw: 1.78
  power-per-cell-area_mw_per_mm2: 378
  worst_ir_drop_vdd_v: 0.000345
place:
  routabilityCongestion: 0.970
  dpl.hpwl_um: 5520
  post-place-ws_ns: 0.412
  buffer_ports.inserted: 11
  postPlaceCellArea_mm2: 0.00398
worst_setup_path:
  worst-path-max-fanout: 14
  crit_type: "flop to flop"
  timing.critical_path.from_type: "flop"
  timing.critical_path.max_delay_family: "AND-OR/OR-AND gates"
  critical_path_required_ns: 3.51
  crit_slowest_cell: "sky130_fd_sc_hd__a2111oi_0"
  setup.worst_path.end_class: "flop"
  critPathMaxStageDelay_ns: 0.61
  wp_buf_inv: 2
  critical_path_cell_by_cell: "inv_1 -> ha_1 -> buf_4 -> mux2_2 -> and3_1 -> a2111oi_0 -> nand2_1 -> or3_4 -> o22a_1"
  arrival_ns: 3.17
run_status:
  run_status: "finished clean"
global_route:
  global_route_wire_length_before_repair_um: 13600
  largest_net_degree_at_the_start_of_global_routing: 62
  grt.overflow.total: 0
  grt_antenna_before_repair: 0
  global_route.usage.total: 0.133
  grt_pass1_vias: 2832
worst_hold_path:
  min-delay-path-class: "flop to flop"
-- metrics by stage --
stage | instances | utilization
floorplan | 416 | -
detailed placement | 562 | 0.331
finish | 578 | 0.354
CTS | 578 | 0.354
global placement | 562 | 0.331
global route | 578 | 0.354
-- path summary, 6_finish.rpt --
kind / to / cells after the start / slack, ns / from
max in group asynchronous: cnt[1] / 3 / 1.94 / RESET
hold reg to reg: cnt[0] / 1 / 0.49 / cnt[0]
setup / recovery: set_data[5] / 9 / 0.34 / count_lcd[0]
setup reg to reg: set_data[5] / 9 / 0.34 / count_lcd[0]
hold / removal: cnt[0] / 1 / 0.49 / cnt[0]
min in group asynchronous: set_data[3] / 3 / 0.88 / RESET
-- layer usage --
layer / routed length, µm / vias to the layer above / global-route usage
met3: 376 / 19 / 0.0246
li1: - / 1493 / -
met5: 0 / - / 0
met1: 3870 / 1421 / 0.204
met2: 3410 / 75 / 0.195
met4: 237 / 0 / 0.0391
-- layout by cell type, fill, tap and decap left out, types with 11 or more instances in the layout --
master and count:
sky130_fd_sc_hd__nor2_1 47, sky130_fd_sc_hd__and3_1 12, sky130_fd_sc_hd__inv_1 12, sky130_fd_sc_hd__nand2_1 31
sky130_fd_sc_hd__clkdlybuf4s50_1 11, sky130_fd_sc_hd__xor2_1 19, sky130_fd_sc_hd__nand3_1 20, sky130_fd_sc_hd__nor3_1 21
sky130_fd_sc_hd__a21oi_1 16, sky130_fd_sc_hd__xnor2_1 13, sky130_fd_sc_hd__ha_1 12, sky130_fd_sc_hd__o21ai_0 11
sky130_fd_sc_hd__dfrtp_1 61
-- cell type report --
type                            count  area [µm²]  share of cell area
Clock inverter                      6        38.8             0.00913
Multi-Input combinational cell    321        2040               0.481
Sequential cell                    61        1530               0.359
Tap cell                          147         184              0.0433
Clock buffer                       10         229              0.0539
Timing Repair Buffer               20         178              0.0418
Inverter                           13        48.8              0.0115
-- state kept, by name, summed over array words and instances (netlist names) --
register / flops
status: 2
count_lcd: 6
set_data: 9
cnt: 32
delay_lcdclk: 11
LCD_EN: 1
-- report_power, final --
part	internal (mW)	leakage, nW	switching, mW	total (mW)
sequential	0.753	0.806	0.00115	0.754
combinational	0.00245	0.844	0.0157	0.0182
clock	0.505	0.129	0.328	0.833
total	1.26	1.78	0.345	1.61
-- logic make-up (layout without fill, tap and decap cells) --
kind of cell / after synthesis / after routing / share of synthesized area
compound gates: 79 / 79 / 0.151
simple gates: 185 / 185 / 0.265
mux: 5 / 5 / 0.0143
buf+inv: 34 / 49 / 0.0377
fa+ha+maj: 12 / 12 / 0.0408
flops: 61 / 61 / 0.415
xor+xnor: 32 / 32 / 0.0761
other cells: 1 / 8 / 0.00102
Power figures rest on the tool's default switching activity, not on a simulated workload.
