==> design/flow/design.v <==
`timescale 1ns / 1ps
module bin2seg(
    input [3:0] bin_data,
    output wire [7:0] seg_data
);
assign seg_data =
    (bin_data==0)?8'b00000011:
    (bin_data==1)?8'b10011111:
    (bin_data==2)?8'b00100101:
    (bin_data==3)?8'b00001101:
    (bin_data==4)?8'b10011001:
    (bin_data==5)?8'b01001001:
    (bin_data==6)?8'b01000001:
    (bin_data==7)?8'b00011011:
    (bin_data==8)?8'b00000001:8'b00001001;
endmodule
module segment(
    input       CLK,
    input       RESET,
    output reg [3:0] FND_COM,
    output reg [7:0] FND_DATA
);
reg [31:0] cnt_time0;
reg sec;
reg [15:0] cnt64k;
reg [1:0] cnt4;
reg [15:0] regseg;
wire [7:0] seg0;
wire [7:0] seg1;
wire [7:0] seg2;
wire [7:0] seg3;
always @(posedge RESET or posedge CLK) begin
    if(RESET)
        cnt_time0 <= 32'd0;
    else if (cnt_time0 < 32'd23999999)
        cnt_time0 <= cnt_time0 + 32'd1;
    else
        cnt_time0 <= 32'd0;
end
always @(posedge RESET or posedge CLK) begin
    if (RESET)
        sec <= 16'd0;
    else if (cnt_time0 == 32'd23999999)
        sec <= 1'b1;
    else
        sec <= 1'b0;
end
always @(posedge RESET or posedge CLK) begin
    if (RESET)
        cnt64k <= 16'd0;
    else begin
        if (cnt64k < 16'hffff)
            cnt64k <= cnt64k + 16'd1;
        else
            cnt64k <= 16'd0;
    end
end
always @(posedge RESET or posedge CLK) begin
    if (RESET)
        cnt4 <= 2'b00;
    else begin
        if (cnt64k == 16'hffff)
            if (cnt4 < 2'b11)
                cnt4 <= cnt4 + 2'b01;
            else
                cnt4 <= 2'b00;
    end
end
always @(posedge RESET or posedge CLK) begin
    if(RESET)
        regseg <= 16'd0;
    else begin
        if(sec)
            if(regseg == 16'h9999)
                regseg <= 16'h0000;
            else if (regseg[11:0] == 12'h999)
                regseg <= {regseg[15:12] + 4'd1, 12'h000};
            else if (regseg[7:0] == 8'h99)
                regseg[11:0] <= {regseg[11:8] + 4'd1, 8'h00};
            else if (regseg[3:0] == 4'h9)
                regseg[7:0] <= {regseg[7:4] + 4'd1, 4'h0};
            else
                regseg[3:0] <= regseg[3:0] + 4'd1;
    end
end
always @(cnt4) begin
    case (cnt4)
        2'b00: FND_COM <= 4'b1000;
        2'b01: FND_COM <= 4'b0100;
        2'b10: FND_COM <= 4'b0010;
        default: FND_COM <= 4'b0001;
    endcase
end
bin2seg u0 (.bin_data(regseg[15:12]), .seg_data(seg0));
bin2seg u1 (.bin_data(regseg[11:8]), .seg_data(seg1));
bin2seg u2 (.bin_data(regseg[7:4]), .seg_data(seg2));
bin2seg u3 (.bin_data(regseg[3:0]), .seg_data(seg3));
always @(FND_COM or seg0 or seg1 or seg2 or seg3) begin
    case (FND_COM)
        4'b1000: FND_DATA <= seg0;
        4'b0100: FND_DATA <= seg1;
        4'b0010: FND_DATA <= seg2;
        default: FND_DATA <= seg3;
    endcase
end
endmodule
==> design/flow/run.sh <==
#!/bin/bash
# OpenROAD 26Q1-2900-gdf79404cd8, Yosys 0.63+post, stock flow scripts
make -C /OpenROAD-flow-scripts/flow DESIGN_CONFIG=/design/flow/config.mk WORK_HOME=/design/flow/orfs finish
==> design/flow/config.mk <==
export PLATFORM = sky130hd
export DESIGN_NAME = segment
export DESIGN_NICKNAME = segment
export VERILOG_FILES = /design/flow/design.v
export SDC_FILE = /design/flow/constraint.sdc
export NUM_CORES = 4
export LEC_CHECK = 1
export CORE_UTILIZATION = 30
==> design/flow/constraint.sdc <==
current_design segment

set clk_period 3.7
set clk_io_pct 0.2

create_clock -name clk0 -period $clk_period [get_ports {CLK}]

set non_clock_inputs [all_inputs -no_clocks]
set_input_delay [expr $clk_period * $clk_io_pct] -clock clk0 $non_clock_inputs
set_output_delay [expr $clk_period * $clk_io_pct] -clock clk0 [all_outputs]
==> impl_metrics.ini <==
; generated from flow reports
[status]
status = finished, final reports clean

[clocking]
numCtsBuffers = 9
cts_tree = done
htree_levels = 3
root_buffer = clkbuf_16
clkSinkCount = 67
clk_path_buf_depth = 2
cts_resized = 0
clk-insertion-delay-late_ps = 330
cts_hold_buffers = 0
cts_setup_buffers = 0
path_clk_slew_ps = 60

[die]
die.size.y_um = 117
fp_util_pct = 31.0
die_w_um = 117
ios = 14
rows = 41
core_um2 = 12700
die_area_um2 = 13600

[timing]
worst_pin_slew_ps = 836
fmax_ghz = 0.312
max_slew_margin_pct = 44.3
hold_viol = 0
fin_ws_ps = 495
rsz0062_at_grt = false
slew_viol_final = 0
timing.final.crit_share_pct = 86.6
whs_ps = 453
fin_worst_skew_ps = 3.30
min_period_ps = 3200
setup_viol = 0
setup_tns_ps = 0

[placement]
gp_congestion = 0.902
hpwl_um = 5140
port_buffers = 12
dp_slack_ps = 852

[power_and_ir_drop]
p_leak_nw = 1.69
switching_share_pct = 19.9
clkPwrFrac_pct = 54.3
p_int_mw = 1.33
combPwrFrac_pct = 1.1
vdd_drop_max_uv = 206
p_switching_mw = 0.329
p_seq_share_pct = 44.6
pwr_density_cell_nw_per_um2 = 365

[setup_path]
worstPathRequired_ps = 2960
end_kind = primary output
critPathArrivalTime_ps = 2460
cp-start-kind = register
cp_max_fo = 9
critical_path_class = reg2out

[synthesis]
async_flop_share_pct = 100
ys_area_um2 = 3940
yosysWarningCount = 1
synth_flops = 67
syn_area_um2 = 3940
postSynthSeqShare_pct = 42.6
ys_cells = 419
synthCells = 419
flop_cell = dfrtp_1
synth.avg_cell_area_um2 = 9.40
ys_types = 55
edf_count = 0

[routing]
finalWirelength_um = 7350
viasPerCell = 5.02
wl_per_cell_um = 12.1
firstDrtPassIters = 4
ant_nets = 0
drtIter0Drc = 159
drc_errors = 0
num_vias = 3035
diodes = 0

[run]
maxCapViolations = 0
warnings = 38

[global_route]
antenna_found_initial = 0
grt_pass1_wl_um = 12800
grt_pass1_vias = 2823
grt-ovfl-total = 0
grt_max_degree = 35
track_usage_pct = 11.9

[worst_hold_path]
holdCritPathClass = reg2reg

[cells_and_area]
post_route_cells_drive_above_1_share_pct = 8.55
syn_to_final_growth_pct = 15.2
## placed cells by master, fill, tap and decap left out, drive strengths merged, types with 9 or more instances in the layout
cell type,Yosys,routed
a211oi,11,11
a21oi,16,16
clkbuf,18,9
clkdlybuf4s50,0,12
dfrtp,67,67
ha,19,19
inv,17,17
nand2,28,28
nand2b,9,9
nand3,19,19
nand4,10,10
nor2,16,16
nor3,30,30
nor4,14,14
o21ai,26,26
xnor2,20,20
xor2,10,10
## cell families after synthesis
kind of cell | Yosys count | share of synthesized area [%]
adders and majority gates | 19 | 6.03
AOI/OAI and AO/OA | 82 | 13.7
DFF | 67 | 42.6
other | 2 | 0.191
xor gates and xnor gates | 30 | 6.67
and+or+nand+nor | 175 | 25.6
buffers and inverters | 40 | 4.16
muxes | 4 | 1.11
## power by group through the flow
stage	combinational, mW	clock (mW)	sequential (mW)
after global routing	0.0227	0.960	0.738
final	0.0183	0.899	0.738
after CTS	0.0201	0.924	0.738
## Yosys cell counts, drive strengths merged, types with 8 or more instances
| cell | number | area (um^2) |
|---|---|---|
| nand4 | 10 | 62.6 |
| ha | 19 | 238 |
| nor4 | 14 | 93.8 |
| nand2b | 9 | 56.3 |
| o21ai | 26 | 130 |
| a211oi | 11 | 92.6 |
| dfrtp | 67 | 1680 |
| nand3 | 19 | 105 |
| nand2 | 28 | 105 |
| a21oi | 16 | 80.1 |
| nor3b | 8 | 60.1 |
| clkbuf | 18 | 67.6 |
| xor2 | 10 | 87.6 |
| nor2 | 16 | 60.1 |
| or4 | 8 | 63.8 |
| xnor2 | 20 | 175 |
| nor3 | 30 | 155 |
| inv | 17 | 63.8 |
## per-stage QoR
| step | area [um^2] | total power [mW] | instances | utilization, % |
|---|---|---|---|---|
| after global placement | 4220 | 0.770 | 589 | 33.2 |
| after global routing | 4540 | 1.72 | 605 | 35.7 |
| after floorplan | 3960 | 0.764 | 425 | - |
| after detailed placement | 4220 | 0.771 | 589 | 33.2 |
| after CTS | 4540 | 1.68 | 605 | 35.7 |
| final | 4540 | 1.66 | 605 | 35.7 |
## sequential cells by signal (all words and copies together) (netlist names)
name and flops:
cnt64k 16, regseg 16, cnt4 2, cnt_time0 32, sec 1
## layer usage
metal  GRT usage, %  wire length (um)  vias to the layer above
li1               -                 -                     1550
met1           17.4              3660                     1437
met2           18.6              3260                       38
met3           2.80               320                       10
met4           2.03               107                        0
met5              0                 0                        -
## area by class of cell
| type | instances | area, um^2 |
|---|---|---|
| inverter | 17 | 63.8 |
| clock buffer | 9 | 225 |
| fill | 1303 | 8180 |
| tap | 172 | 215 |
| sequential | 67 | 1680 |
| multi-input combinational | 318 | 2120 |
| timing repair buffer | 15 | 143 |
| clock inverter | 7 | 92.6 |
## final timing paths
kind / slack, ps / end / startpoint / cells after the start
max: 500 / FND_DATA[7] / regseg[13] / 7
min: 450 / cnt64k[0] / cnt64k[0] / 1
max reg2reg: 1050 / cnt_time0[6] / cnt_time0[0] / 6
min reg2reg: 450 / cnt64k[0] / cnt64k[0] / 1
max in group asynchronous: 2150 / cnt_time0[0] / RESET / 3
min in group asynchronous: 840 / cnt64k[10] / RESET / 2
## worst max-delay path, cell delays in order (launching register included)
cell and delay (ps):
dfrtp_1 400, inv_1 110, ha_1 300, or3b_2 480, a21oi_1 180, o31ai_1 80
o41ai_1 60, clkdlybuf4s50_1 510
Power figures rest on the tool's default switching activity, not on a simulated workload.
