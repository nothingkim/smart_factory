===== /design/flow/design.v =====
`timescale 1ns / 1ps
module motor(
    input         RESET,
    input         CLK,
    input         MOTOR_DIR,
    input         MOTOR_ON,
    output reg [3:0] MOTOR_OUT
);
reg [31:0] cnt_motor;
reg sw_dir;
reg sw_on;
reg reg_MOTOR_DIR;
reg reg_MOTOR_ON;
wire [31:0] motor_speed = 32'd960000;
always @(posedge RESET or posedge CLK) begin
    if(RESET) begin
        reg_MOTOR_DIR <= 1'b0;
        reg_MOTOR_ON  <= 1'b0;
        sw_dir <= 1'b0;
        sw_on  <= 1'b0;
    end else begin
        reg_MOTOR_DIR <= MOTOR_DIR;
        reg_MOTOR_ON  <= MOTOR_ON;
        if(MOTOR_DIR == 1'b1 & reg_MOTOR_DIR == 1'b0)
            sw_dir <= ~sw_dir;
        if(MOTOR_ON == 1'b1 & reg_MOTOR_ON == 1'b0)
            sw_on <= ~sw_on;
    end
end
always @(posedge RESET or posedge CLK) begin
    if(RESET) begin
        cnt_motor <= 32'd0;
        MOTOR_OUT <= 4'b1001;
    end else begin
        if(!sw_on)
            cnt_motor <= 32'd0;
        else if(cnt_motor < (motor_speed-1))
            cnt_motor <= cnt_motor + 32'd1;
        else
            cnt_motor <= 32'd0;
        case (cnt_motor)
            0: 
                if(sw_dir)
                    MOTOR_OUT <= 4'b0101;
                else
                    MOTOR_OUT <= 4'b1001;
            (motor_speed/4):
                if(sw_dir)
                    MOTOR_OUT <= 4'b0110;
                else
                    MOTOR_OUT <= 4'b1010;
            (motor_speed/4)*2:
                if(sw_dir)
                    MOTOR_OUT <= 4'b1010;
                else
                    MOTOR_OUT <= 4'b0110;
            (motor_speed/4)*3:
                if(sw_dir)
                    MOTOR_OUT <= 4'b1001;
                else
                    MOTOR_OUT <= 4'b0101;
        endcase
    end
end
endmodule

===== /design/flow/run.sh =====
#!/bin/bash
# OpenROAD 26Q1-2900-gdf79404cd8, Yosys 0.63+post, stock flow scripts
make -C /OpenROAD-flow-scripts/flow DESIGN_CONFIG=/design/flow/config.mk WORK_HOME=/design/flow/orfs finish

===== /design/flow/config.mk =====
export PLATFORM = sky130hd
export DESIGN_NAME = motor
export DESIGN_NICKNAME = motor
export VERILOG_FILES = /design/flow/design.v
export SDC_FILE = /design/flow/constraint.sdc
export NUM_CORES = 4
export LEC_CHECK = 1
export CORE_UTILIZATION = 40

===== /design/flow/constraint.sdc =====
current_design motor

set clk_period 5.7
set clk_io_pct 0.2

create_clock -name clk0 -period $clk_period [get_ports {CLK}]

set non_clock_inputs [all_inputs -no_clocks]
set_input_delay [expr $clk_period * $clk_io_pct] -clock clk0 $non_clock_inputs
set_output_delay [expr $clk_period * $clk_io_pct] -clock clk0 [all_outputs]

==> impl_metrics.csv <==
group,metric,value,unit
final_layout,drive_gt1_share,14.36,%
global_routing,first_global_vias,1261,
synthesis,syn_area_per_cell,10.77,µm²
synthesis,syn_inst,182,
routing,drt_wl_total,3284,µm
routing,ant_nets,0,
routing,via_per_inst,4.881,
setup_path,path_cells,"clkdlybuf4s50_1",
final_timing,hold_viol_final,0,
die,die_area,0.005183,mm²
hold_path,worst_hold_path_type,"flip-flop to flip-flop",
global_routing,grt_pass1_wl,6003,µm
clocking,cts_hold_buffers,0,
outcome,status,"finished, final reports clean",
global_routing,antenna_found_initial,0,
synthesis,top_area_share,48.53,%
setup_path,startpoint_type,"flip-flop",
final_timing,slew_violations,0,
setup_path,required,4560,ps
clocking,clockBufferDepth,2,
placed_design,gp_congestion,0.8612,
placed_design,hpwlAfterDp,2256,µm
placed_design,dp_slack,3603,ps
clocking,cts.repair.resized,0,
synthesis,synth_seq_share,51.21,%
setup_path,path_class,"flip-flop to output pin",
pwr,power.leakage,0.9052,nW
setup_path,worstPathArrival,1270,ps
clocking,cts-htree-levels,2,
die,die_h,71.99,µm
final_timing,rsz0062_at_grt,"false",
routing,drtIter0Drc,131,
final_timing,period_minus_slack,2408,ps
synthesis,yosys_area,0.001959,mm²
global_routing,grt_usage,14.91,%
synthesis,ys_ff,40,
setup_path,cpPeakStageDelay,530,ps
final_timing,max_freq,0.4152,GHz
pwr,peakVddDrop,0.0002107,V
pwr,total_power,557.7,µW
synthesis,synthDistinctLibCells,42,
flow_run,warnings,26,
flow_run,maxCapViolations,0,
final_layout,fillCellCount,425,
pwr,power_density,250.7,mW/mm²
synthesis,async_flop_share,100.0,%
final_timing,setup_violations,0,
synthesis,top_cells_by_count,"38 x dfrtp_1, 24 x nor3_1, 13 x nand2_1, 13 x xor2_1, 10 x nand3_1",
clocking,post_cts_buffers,0,
die,ios,8,
setup_path,cp_num_buf_inv,1,
routing,drt-pass1-iter-count,4,
placed_design,io_buffers,7,
clocking,clkLatencyLatePin,290,ps
die,fp_util,41.48,%
clocking,cts_tree,"done",
synthesis,synthFlopType,"dfrtp_1",
clocking,cts_made_buffers,5,
synthesis,yosysCellCount,182,
final_timing,setup_slack,3292,ps
synthesis,yosysTopAreaCell,"dfrtp_1",
global_routing,grt_overflow,0,
die,rows,25,
synthesis,edf_count,0,
die,die_x,71.99,µm
final_timing,finClkSkew,5.144,ps
routing,drc_errors,0,
routing,avgRoutedWirePerCell,12.21,µm
setup_path,crit_slowest_cell,"dfstp_2",
final_layout,area_growth,13.54,%
synthesis,syn_area,0.001959,mm²
final_timing,post-route-period-util,42.25,%
final_timing,fin_tns_setup,0,ps
synthesis,synthTopCellsByArea,"dfrtp_1 49%, nor3_1 6.1%, xor2_1 5.8%, xnor2_1 3.6%, nor4_4 3.3%",
synthesis,yosys.cell_count.top_type,"dfrtp_1",
setup_path,cp_max_fo,2,
synthesis,yosys_warnings,1,
routing,vias,1313,
global_routing,grt_max_degree,41,
clocking,cts.clk_slew.worst_paths,80,ps
clocking,cts_root_buf,"clkbuf_8",
routing,diodes,0,
setup_path,crit_family,"flip-flops",
die,core_area,0.004723,mm²
clocking,clock-sinks,40,
setup_path,end_kind,"output pin",
per-layer routing:
layer | wire length [µm] | track usage [%] | vias up
met5 | 0 | 0 | -
met4 | 13 | 1.961 | 0
met3 | 162 | 3.662 | 2
met2 | 1424 | 20.96 | 30
met1 | 1683 | 24.85 | 621
li1 | - | - | 660
path summary, 6_finish.rpt:
| kind | startpoint | to | slack [ps] | cells after the start |
|---|---|---|---|---|
| min in group asynchronous | RESET | MOTOR_OUT[1] | 1270 | 3 |
| max in group asynchronous | RESET | MOTOR_OUT[3] | 4080 | 3 |
| worst min register to register | sw_on | sw_on | 470 | 1 |
| worst min-delay path | sw_on | sw_on | 470 | 1 |
| worst max-delay path | MOTOR_OUT[0] | MOTOR_OUT[0] | 3290 | 1 |
| worst max register to register | cnt_motor[2] | cnt_motor[3] | 3670 | 7 |
cells in the final DEF (no fill, tap or decap), types with 6 or more instances in the layout:
master and count:
dfrtp_1 38, nor3_1 24, nand2_1 13, xor2_1 13
conb_1 12, nand3_1 10, nor2_1 9, inv_1 8
xnor2_1 8, clkdlybuf4s50_1 7, nand4_1 6
cell type report:
type | count | area [µm²] | area share (%)
Sequential cell | 40 | 1003 | 45.11
Tap cell | 67 | 83.83 | 3.768
Clock inverter | 3 | 46.29 | 2.081
Clock buffer | 5 | 68.82 | 3.093
Inverter | 8 | 30.03 | 1.350
Timing Repair Buffer | 10 | 92.59 | 4.162
Multi-Input combinational cell | 136 | 899.6 | 40.44
metrics by stage:
stage | util, % | area [µm²] | hold WS, ps | instances
after floorplan | - | 2001 | 438.9 | 193
after global placement | 44.66 | 2110 | 460.0 | 261
after detailed placement | 44.66 | 2110 | 467.8 | 261
after CTS | 47.10 | 2225 | 479.3 | 269
after global routing | 47.10 | 2225 | 489.1 | 269
final | 47.10 | 2225 | 471.2 | 269
registers in the layout, indices dropped and copies added (netlist names):
register	flops
sw_dir	1
cnt_motor	32
sw_on	1
MOTOR_OUT	4
reg_MOTOR_DIR	1
reg_MOTOR_ON	1
cell families after synthesis:
logic type / after synthesis / share of synthesized area [%]
flops: 40 / 51.21
xor+xnor: 21 / 9.387
other cells: 1 / 0.1914
compound gates: 11 / 4.534
simple gates: 88 / 27.14
mux: 2 / 1.277
buf+inv: 17 / 4.981
fa+ha+maj: 2 / 1.277
power breakdown:
group	total (mW)	leakage [nW]	switching [mW]	internal (mW)
Sequential	0.304	0.515	0.00767	0.296
Combinational	0.0216	0.336	0.0109	0.0107
Clock	0.232	0.0548	0.100	0.132
Power figures rest on the tool's default switching activity, not on a simulated workload.
